==> flow/design.v <==
`timescale 1ns / 1ps
module s15611_driver
  #(
     parameter MCLK_MHZ = 40,
     parameter NUMBER_OF_PIXEL = 1024,
     parameter CDC_REG_LENGTH = 4
   )
   (
     input master_clock,
     input resetn,
     input [31:0] master_start_pulse_period,
     input [31:0] master_start_pulse_high_period,
     output s15611_mclk,
     output logic s15611_mst,
     output s15611_cs,
     input s15611_miso,
     output s15611_mosi,
     output s15611_sclk,
     output s15611_rstb,
     input s15611_sync,
     input s15611_pclk,
     input [11:0] s15611_data,
     output logic [11:0] data_out,
     output logic [9:0] data_index,
     output logic data_valid,
     output logic [3:0] dbg_state,
     output logic [11:0] dbg_sensor_raw_data,
     output logic [11:0] dbg_sensor_data,
     output logic [9:0] dbg_sensor_index,
     output logic dbg_sensor_valid
   );
  genvar i;
  logic sensor_clock;
  logic [31:0] mclk_counter;
  logic data_capture_triger;
  logic [15:0] pixel_counter;
  enum logic [3:0] {BLANKING_PERIOD, SYNC_CLK1, SYNC_CLK2, CAPTURE_DATA} state;
  (* ASYNC_REG="true" *)
  logic [11:0] data_in_temp[CDC_REG_LENGTH:0];
  (* ASYNC_REG="true" *)
  logic [11:0] data_out_temp[CDC_REG_LENGTH:0];
  (* ASYNC_REG="true" *)
  logic [9:0] data_index_temp[CDC_REG_LENGTH:0];
  (* ASYNC_REG="true" *)
  logic data_valid_temp[CDC_REG_LENGTH:0];
  assign s15611_cs = 1;
  assign s15611_mosi = 0;
  assign s15611_sclk = 0;
  assign s15611_rstb = 0;
  assign s15611_mclk = master_clock;
  always_ff @(posedge master_clock)
  begin
    if(mclk_counter >= master_start_pulse_period-1)
    begin
      mclk_counter <= 0;
    end
    else
    begin
      mclk_counter <= mclk_counter + 1;
    end
    if (mclk_counter <=  master_start_pulse_high_period-1)
    begin
      s15611_mst <= 1;
    end
    else
    begin
      s15611_mst <= 0;
    end
  end
  always_ff @(posedge s15611_pclk)
  begin
    dbg_state <= state;
    data_in_temp[0] <= s15611_data;
    data_out_temp[0] <= 0;
    data_valid_temp[0] <= 0;
    case (state)
      BLANKING_PERIOD :
      begin
        if (s15611_sync)
        begin
          state <= BLANKING_PERIOD;
        end
        else
        begin
          state <= SYNC_CLK1;
        end
      end
      SYNC_CLK1 :
      begin
        state <= SYNC_CLK2;
      end
      SYNC_CLK2 :
      begin
        state <= CAPTURE_DATA;
        data_out_temp[0] <= s15611_data;
      end
      CAPTURE_DATA :
      begin
        if (pixel_counter <= NUMBER_OF_PIXEL-1)
        begin
          state <= CAPTURE_DATA;
          pixel_counter <= pixel_counter + 1;
          data_out_temp[0] <= s15611_data;
          data_index_temp[0] <= pixel_counter + 1;
          data_valid_temp[0] <= 1;
        end
        else
        begin
          pixel_counter <= 0;
          state <= BLANKING_PERIOD;
        end
      end
    endcase
  end
  generate
    for (i = 0; i < CDC_REG_LENGTH; i++)
    begin: cdc_reg_delay
      always_ff @(posedge master_clock)
      begin
        data_in_temp[i+1] <= data_in_temp[i];
        data_out_temp[i+1] <= data_out_temp[i];
        data_index_temp[i+1] <= data_index_temp[i];
        data_valid_temp[i+1] <= data_valid_temp[i];
      end
    end
  endgenerate
  assign data_out = data_out_temp[CDC_REG_LENGTH];
  assign data_index = data_index_temp[CDC_REG_LENGTH];
  assign data_valid = data_valid_temp[CDC_REG_LENGTH];
  assign dbg_sensor_raw_data = data_in_temp[CDC_REG_LENGTH];
  assign dbg_sensor_data = data_out_temp[CDC_REG_LENGTH];
  assign dbg_sensor_index = data_index_temp[CDC_REG_LENGTH];
  assign dbg_sensor_valid = data_valid_temp[CDC_REG_LENGTH];
endmodule
`timescale 1ns / 1ps
module sensor_data_acquisition
  (
    (* X_INTERFACE_PARAMETER = "XIL_INTERFACENAME master_clock, FREQ_HZ 40000000" *)
    input master_clock,
    input resetn,
    input send_raw_data,
    input [15:0] number_of_packet,
    input [31:0] master_start_pulse_period,
    input [31:0] master_start_pulse_high_period,
    output s15611_mclk,
    output s15611_mst,
    output s15611_cs,
    input s15611_miso,
    output s15611_mosi,
    output s15611_sclk,
    output s15611_rstb,
    input s15611_sync,
    input s15611_pclk,
    input [11:0] s15611_data,
    (* X_INTERFACE_PARAMETER = "ASSOCIATED_BUSIF data,  FREQ_HZ 40000000" *)
    input data_tready,
    output reg [31:0] data_tdata,
    output reg data_tlast,
    output reg data_tvalid,
    output reg [3:0] dbg_axis_state,
    output [3:0] dbg_sensor_state,
    output [11:0] dbg_sensor_raw_data,
    output [11:0] dbg_sensor_data,
    output [9:0] dbg_sensor_index,
    output dbg_sensor_valid
  );
  genvar i;
  wire [11:0] sensor_data;
  wire [9:0] sensor_data_index;
  wire  sensor_data_valid;
  reg [11:0] sensor_data_reg[5:0];
  reg [9:0] sensor_data_index_reg[5:0];
  reg sensor_data_valid_reg[5:0];
  reg [47:0] time_counter;
  localparam [31:0] HEADER_VALUE = 32'hAAAAAAAA;
  localparam [31:0] FOOTER_VALUE = 32'h55555555;
  localparam [31:0] TLAST_VALUE = 32'hBBBBBBBB;
  localparam [3:0]  IDLE = 0, HEADER = 1, TIME_STAMP1 = 2, TIME_STAMP2 = 3, DATA_ACQ1 = 4, DATA_ACQ2 = 5, RAW_DATA = 6, FOOTER = 7, TLAST_ASSERT = 8;
  reg [3:0] axis_state = IDLE;
  reg [31:0] raw_data_data;
  reg [95:0] processed_data;
  reg [7:0] data_counter;
  reg [15:0] packet_counter;
  reg [24:0] y_value;
  reg [47:0] c_acc;
  reg [47:0] d_acc;
  s15611_driver s15611_driver_inst
                (
                  .master_clock(master_clock),
                  .resetn(resetn),
                  .master_start_pulse_period(master_start_pulse_period),
                  .master_start_pulse_high_period(master_start_pulse_high_period),
                  .s15611_mclk(s15611_mclk),
                  .s15611_mst(s15611_mst),
                  .s15611_cs(s15611_cs),
                  .s15611_miso(s15611_miso),
                  .s15611_mosi(s15611_mosi),
                  .s15611_sclk(s15611_sclk),
                  .s15611_rstb(s15611_rstb),
                  .s15611_sync(s15611_sync),
                  .s15611_pclk(s15611_pclk),
                  .s15611_data(s15611_data),
                  .data_out(sensor_data),
                  .data_index(sensor_data_index),
                  .data_valid(sensor_data_valid),
                  .dbg_state(dbg_sensor_state),
                  .dbg_sensor_raw_data(dbg_sensor_raw_data),
                  .dbg_sensor_data(dbg_sensor_data),
                  .dbg_sensor_index(dbg_sensor_index),
                  .dbg_sensor_valid(dbg_sensor_valid)
                );
  always @(posedge master_clock)
  begin
    if (resetn)
    begin
      time_counter <= time_counter + 1;
      sensor_data_reg[0] <= sensor_data;
      sensor_data_index_reg[0] <= sensor_data_index;
      sensor_data_valid_reg[0] <= sensor_data_valid;
    end
    else
    begin
      time_counter <= 0;
    end
  end
  generate
    for (i = 0; i < 5; i = i+1)
    begin: shift_reg
      always @(posedge master_clock)
      begin
        sensor_data_reg[i+1] <= sensor_data_reg[i];
        sensor_data_index_reg[i+1] <= sensor_data_index_reg[i];
        sensor_data_valid_reg[i+1] <= sensor_data_valid_reg[i];
      end
    end
  endgenerate
  always @(posedge master_clock)
  begin
    dbg_axis_state <= axis_state;
    data_tdata <= 0;
    data_tvalid <= 0;
    data_tlast <= 0;
    c_acc <= 0;
    d_acc <= 0;
    data_counter <= 0;
    y_value <= sensor_data_reg[3]*sensor_data_reg[3];
    case (axis_state)
      IDLE:
      begin
        if ((sensor_data_valid == 1) && (sensor_data_valid_reg[0] == 0))
        begin
          axis_state <= HEADER;
        end
        else
        begin
          axis_state <= IDLE;
        end
      end
      HEADER:
      begin
        data_tdata <= HEADER_VALUE;
        data_tvalid <= 1;
        axis_state <= TIME_STAMP1;
      end
      TIME_STAMP1:
      begin
        data_tdata <= {time_counter[15:0],16'd0};
        data_tvalid <= 1;
        axis_state <= TIME_STAMP2;
      end
      TIME_STAMP2:
      begin
        data_tdata <= time_counter[47:16];
        data_tvalid <= 1;
        if (send_raw_data)
        begin
          axis_state <= RAW_DATA;
        end
        else
        begin
          axis_state <= DATA_ACQ1;
        end
      end
      DATA_ACQ1:
      begin
        c_acc <= c_acc + y_value;
        d_acc <= d_acc + y_value*sensor_data_index_reg[4];
        processed_data <= {d_acc, c_acc};
        if (sensor_data_index_reg[3] < 1023)
        begin
          axis_state <= DATA_ACQ1;
        end
        else if (sensor_data_index_reg[3] == 1023)
        begin
          axis_state <= DATA_ACQ2;
        end
      end
      DATA_ACQ2:
      begin
        if (data_counter < 3)
        begin
          data_counter <= data_counter + 1;
          data_tvalid <= 1;
          axis_state <= DATA_ACQ2;
        end
        else
        begin
          axis_state <= FOOTER;
        end
        case (data_counter)
          0:
            data_tdata <= processed_data[(0+1)*32-1:0*32];
          1:
            data_tdata <= processed_data[(1+1)*32-1:1*32];
          2:
            data_tdata <= processed_data[(2+1)*32-1:2*32];
          default:
            data_tdata <= 32'hEEEEEEEE;
        endcase
      end
      RAW_DATA:
      begin
        if (sensor_data_index_reg[3] < 1023)
        begin
          axis_state <= RAW_DATA;
        end
        else if (sensor_data_index_reg[3] == 1023)
        begin
          axis_state <= FOOTER;
        end
        if (sensor_data_index_reg[3][0])
        begin
          data_tdata <= {4'd0, sensor_data_reg[4],4'd0, sensor_data_reg[3]};
          data_tvalid <= 1;
        end
        else
        begin
          data_tvalid <= 0;
        end
      end
      FOOTER:
      begin
        data_tdata <= FOOTER_VALUE;
        data_tvalid <= 1;
        if (packet_counter < number_of_packet)
        begin
          packet_counter <= packet_counter + 1;
          axis_state <= IDLE;
        end
        else
        begin
          packet_counter <= 0;
          axis_state <= TLAST_ASSERT;
        end
      end
      TLAST_ASSERT:
      begin
        data_tdata <= TLAST_VALUE;
        data_tvalid <= 1;
        data_tlast <= 1;
        axis_state <= IDLE;
      end
    endcase
  end
endmodule
==> flow/run.sh <==
#!/bin/bash
# OpenROAD 26Q1-2900-gdf79404cd8, Yosys 0.63+post, stock flow scripts
make -C /OpenROAD-flow-scripts/flow DESIGN_CONFIG=/design/flow/config.mk WORK_HOME=/design/flow/orfs finish
==> flow/config.mk <==
export PLATFORM = sky130hd
export DESIGN_NAME = sensor_data_acquisition
export DESIGN_NICKNAME = sensor_data_acquisition
export VERILOG_FILES = /design/flow/design.v
export SDC_FILE = /design/flow/constraint.sdc
export NUM_CORES = 4
export LEC_CHECK = 1
export CORE_UTILIZATION = 40
==> flow/constraint.sdc <==
current_design sensor_data_acquisition

set clk_period 21.3
set clk_io_pct 0.2

create_clock -name clk0 -period $clk_period [get_ports {master_clock}]
create_clock -name clk1 -period $clk_period [get_ports {s15611_pclk}]

set non_clock_inputs [all_inputs -no_clocks]
set_input_delay [expr $clk_period * $clk_io_pct] -clock clk0 $non_clock_inputs
set_output_delay [expr $clk_period * $clk_io_pct] -clock clk0 [all_outputs]
==> job_summary.md <==
## Synthesis and layout report

| Metric | Value |
|---|---|
| WL per Instance | 16.29 µm |
| Fin Setup TNS | 0 ns |
| Most used cell, CP | clkbuf_16 |
| Ys flops | 667 |
| Synth top cell by count | dfxtp_1 |
| TritonRoute pass-1 iters | 6 |
| Total GRT Usage | 19.13% |
| Max-Slew Margin vs Limit | 44.58% |
| Slew @ Worst Pin | 0.8313 ns |
| Worst setup SP type | clock port |
| Layout cell share with drive strength beyond 1 | 5.546% |
| Sequential-to-total area share from yosys stat | 40.21% |
| Die y size | 307.6 µm |
| Final Hold Fails | 0 |
| First-pass GRT wire length | 136.3 mm |
| Crit Path Class | clock port to output pin |
| Floorplan utilization | 40.58% |
| Worst path slowest cell | clkdlybuf4s50_1 |
| DR vias | 25260 |
| Final wirelength | 83.69 mm |
| Crit-path cells | clkbuf_16 -> clkbuf_16 -> clkdlybuf4s50_1 |
| Ant. Diodes | 0 |
| Cell type with the largest total area | dfxtp_1 |
| Biggest registers after layout | processed_data: 96 flops, s15611_driver_inst.data_in_temp: 60 flops, s15611_driver_inst.data_out_temp: 60 flops |
| Clock skew | 0.03792 ns |
| Biggest register | processed_data |
| Max-cap viol count | 0 |
| Post-synth design cell area | 37360 µm² |
| Crit path max fanout | 2 |
| Number of I/O pins | 182 |
| Total core area | 92080 µm² |
| Synth cell count leaders | dfxtp_1 (500), inv_1 (311), nand2_1 (283) |
| Die width | 307.6 µm |
| Number of enable flip-flop cells | 167 |
| Worst path required time | 17.04 ns |
| Crit end category | output pin |
| Fin Hold WS | 0.3176 ns |
| Finished Cell Area | 43440 µm² |
| DP Area | 40430 µm² |
| Clk slew on worst S/H paths | 0.06 ns |
| Initial antenna violation count | 2 |
| Die area | 94630 µm² |
| DRT iter0 DRCs | 1267 |
| Antenna Nets Post-Route | 0 |
| CTS tree | yes |
| DPL Wire Length | 61.47 mm |
| Synth area leaders | dfxtp_1 (27%), edfxtp_1 (13%), fa_1 (13%), ha_1 (9.2%), xnor2_1 (4.1%) |
| Yosys Warn Count | 9 |
| Unique cell types | 92 |
| Chip Area, Yosys | 37360 µm² |
| Area growth from synthesis to layout | 16.26% |
| Routed vias/inst | 4.916 |
| Dominant cell area share | 26.79% |
| DRC viols | 0 |
| Number of global-route vias before repair | 25650 |
| Port Buffers | 172 |
| Max reg flops | 96 |
| Syn Inst Count | 3634 |
| Status | finished clean |
| Cts repair resizes | 0 |
| Setup Buffers After CTS | 0 |
| Most common reg cell | dfxtp_1 |
| HP Class | register to register |
| Synthesized area per cell | 10.28 µm² |
| Number of cells in Yosys stat | 3634 |
| Finish-stage setup viols | 0 |
| Total grt overflow | 0 |
| Unrepaired setup endpoints after global routing | no |
| Final Slew Violations | 0 |
| # rows | 111 |
| # fillers | 8384 |
| Largest net degree at the start of global routing | 60 |
| Delay of the slowest cell on the worst path | 0.39 ns |
| Count of tool warnings | 38 |
| Critical path arrival | 11.29 ns |
| GP Congestion | 0.8944 |
| Ys async rst share | 0% |
[placed cells by master, fill, tap and decap left out, drive strengths merged, types with 35 or more instances in the layout]
| cell type | count |
|---|---|
| clkbuf | 96 |
| clkdlybuf4s50 | 171 |
| nor2 | 247 |
| nand4 | 48 |
| and2 | 231 |
| dfxtp | 500 |
| buf | 39 |
| a21o | 99 |
| xnor2 | 177 |
| nor3 | 53 |
| nand2 | 284 |
| o21ai | 102 |
| xor2 | 86 |
| and3 | 46 |
| dlygate4sd3 | 35 |
| nor2b | 47 |
| edfxtp | 167 |
| inv | 320 |
| a21oi | 141 |
| nand3 | 76 |
| fa | 249 |
| ha | 275 |
[through the flow]
| stage | utilization, % | cells | setup WS, ns |
|---|---|---|---|
| 3_3_place_gp | 43.91 | 4966 | 6.023 |
| 3_5_place_dp | 43.91 | 4966 | 6.023 |
| 2_1_floorplan | - | 3657 | 6.292 |
| 6_report | 47.17 | 5138 | 5.750 |
| 4_1_cts | 47.17 | 5138 | 5.732 |
| 5_1_grt | 47.17 | 5138 | 5.728 |
[final cells by class]
cell class / instances / area [µm²] / area share [%]
clock buffer: 97 / 2111 / 4.860
tap: 1243 / 1555 / 3.581
inverter: 312 / 1174 / 2.702
sequential: 667 / 15020 / 34.59
clock inverter: 41 / 550.5 / 1.267
multi-input combinational: 2534 / 20680 / 47.61
timing repair buffer: 244 / 2342 / 5.392
[path summary, 6_finish.rpt]
path                                                  start                         endpoint  slack (ns)  depth (start not counted)
max in group clk1                               s15611_sync      s15611_driver_inst.state[0]       16.59                          2
worst min-delay path            sensor_data_index_reg[1][0]      sensor_data_index_reg[2][0]        0.32                          0
worst max-delay path                           master_clock                      s15611_mclk        5.75                          3
worst max register to register                   y_value[9]                        d_acc[40]       13.17                         23
min in group clk1               s15611_driver_inst.state[1]  s15611_driver_inst.dbg_state[1]        0.41                          0
worst min register to register  sensor_data_index_reg[1][0]      sensor_data_index_reg[2][0]        0.32                          0
[cells by family (layout without fill, tap and decap cells)]
logic type               after synthesis  after routing  synth area share, %
multiplexers                           4              4               0.1105
AND-OR/OR-AND                        565            565                10.46
buffers and inverters                456            694                4.695
adder cells (fa/ha/maj)              524            524                22.55
flip-flops                           667            667                40.21
XOR/XNOR                             263            263                6.165
AND/OR/NAND/NOR                     1153           1153                15.79
other                                  2             25              0.02010
[worst max-delay path, delay by kind of cell]
kind	cells	cell delay (ns)
buffers and inverters	3	0.63
[what timing repair did]
action | 4_1_cts | 5_1_grt
hold buffers | 35 | 0
setup endpoints to repair | 0 | 0
hold endpoints to repair | 35 | 0
[routing by layer]
layer	vias to the layer above	global-route usage (%)	routed length [µm]
met4	2	4.721	2509
met1	11800	27.46	37530
li1	12730	-	-
met2	612	28.89	36950
met3	122	6.350	6625
met5	-	0.9302	76
